==> /design/flow/design.v <==
`timescale 1ns/100ps
module NFC(clk, rst, done, F_IO_A, F_CLE_A, F_ALE_A, F_REN_A, F_WEN_A, F_RB_A, F_IO_B, F_CLE_B, F_ALE_B, F_REN_B, F_WEN_B, F_RB_B);
input clk;
input rst;
output done;
inout [7:0] F_IO_A;
output F_CLE_A;  
output F_ALE_A;  
output F_REN_A;  
output F_WEN_A;  
input  F_RB_A;   
inout [7:0] F_IO_B;
output F_CLE_B;
output F_ALE_B;
output F_REN_B;
output F_WEN_B;
input  F_RB_B;
reg done;
wire OUT_EN_A;
wire [7:0] F_IN_A;
reg [7:0] F_OUT_A;
assign F_IO_A = OUT_EN_A ? F_OUT_A : 'bz;
assign F_IN_A = F_IO_A;
wire OUT_EN_B;
wire [7:0] F_IN_B;
reg [7:0] F_OUT_B;
assign F_IO_B = OUT_EN_B ? F_OUT_B : 'bz;
assign F_IN_B = F_IO_B;
reg [2:0] cs,ns;  
parameter 	IDLE = 3'd0,
		 	CMD = 3'd1, 
			ADDR = 3'd2, 
			WAIT_A = 3'd3, 
			REVC_A = 3'd4,  
			WRITE_B = 3'd5,
			WAIT_B = 3'd6,  
			DONE = 3'd7;
reg [17:0] ADDR_CNT;
reg flag_REVC;
reg [1:0] ADDR_STATE_CNT;
always@(posedge clk or posedge rst)
begin
	if(rst) cs <= IDLE;
	else cs <= ns;
end
always@(*)
begin
	case(cs)
	IDLE: ns = CMD;
	CMD: ns = ADDR;
	ADDR:
	begin
		if(ADDR_STATE_CNT == 2'd2) ns = WAIT_A;
		else ns = ADDR;
	end
	WAIT_A: 
	begin
		if(F_RB_A) ns = REVC_A;
		else ns = WAIT_A;
	end
	REVC_A:
	begin
		if( ADDR_CNT[8:0] == 9'd511 && flag_REVC == 1'd0) ns = WRITE_B;
		else ns = REVC_A;
	end
	WRITE_B:
	begin
		ns = WAIT_B;	
	end
	WAIT_B:
	begin
		if(F_RB_B && ADDR_CNT == 18'd262143) ns = DONE;	
		else if(F_RB_B) ns = IDLE;
		else ns = WAIT_B;
	end
	DONE: ns = DONE;
	default: ns = IDLE;
	endcase
end
always@(posedge clk or posedge rst)
begin
	if(rst) ADDR_STATE_CNT <= 2'd0;
	else if(ADDR_STATE_CNT == 2'd2) ADDR_STATE_CNT <= 2'd0;
	else if(cs == ADDR) ADDR_STATE_CNT <= ADDR_STATE_CNT + 2'd1;
end
always@(posedge clk or posedge rst)
begin
	if(rst) flag_REVC <= 1'd1;
	else if(cs == REVC_A && flag_REVC == 1'd1) flag_REVC <= 1'd0; 
	else if(cs == WAIT_B) flag_REVC <= 1'd1;
end
wire F_CLE_A = (cs == CMD) ? 1'd1 : 1'd0;
wire F_CLE_B = (cs == CMD || cs == WRITE_B ) ? 1'd1 : 1'd0;
reg F_REN_A;
always@(posedge clk or posedge rst)
begin
	if(rst) F_REN_A <= 1'd1;
	else if(cs == REVC_A) F_REN_A <= (~F_REN_A);
end
wire F_REN_B = 1'd1;
wire F_WEN_A = (cs == CMD || cs == ADDR) ? F_WEN_B : 1'd1;
reg F_WEN_B;
always@(*)
begin
	if(F_CLE_B == 1'd1 || cs == ADDR) F_WEN_B = (~clk);
	else if(F_REN_A == 1'd0) F_WEN_B  = (~clk);
	else F_WEN_B = 1'd0;
end
wire F_ALE_A = (cs == ADDR) ? 1'd1 : 1'd0;
wire F_ALE_B = (cs == ADDR) ? 1'd1 : 1'd0;
assign OUT_EN_A = (cs == CMD || cs == ADDR) ? 1'd1 : 1'd0;
assign OUT_EN_B = 1'd1;
wire [17:0] ADDR_CNT_ADD_ONE = (ADDR_CNT == 18'd0) ? ADDR_CNT : ADDR_CNT + 18'd1;
always@(posedge clk or posedge rst)
begin
	if(rst) F_OUT_A <= 8'd0;
	else if(cs == IDLE) F_OUT_A <= {7'd0,ADDR_CNT_ADD_ONE[8]};
   	else if(cs == CMD) F_OUT_A <= ADDR_CNT_ADD_ONE[7:0];
    else if(cs == ADDR && ADDR_STATE_CNT == 2'd0 ) F_OUT_A <= ADDR_CNT_ADD_ONE[16:9];
   	else if(cs == ADDR && ADDR_STATE_CNT == 2'd1 ) F_OUT_A <= {7'd0,ADDR_CNT_ADD_ONE[17]};
end
always@(*)
begin
	if(cs == CMD) F_OUT_B = 8'h80;
	else if(cs == ADDR) F_OUT_B = F_OUT_A;
	else if(cs == WRITE_B) F_OUT_B = 8'h10;
	else F_OUT_B = F_IN_A;
end
reg flag_c;
always@(posedge clk or posedge rst)
begin
	if(rst) {ADDR_CNT,flag_c} <= {18'd262143,1'd1};
	else if(cs == REVC_A && ns == REVC_A) {ADDR_CNT,flag_c} <= {ADDR_CNT,flag_c} + 19'd1; 
end
always@(posedge clk or posedge rst)
begin
	if(rst) done <= 1'd0;
	else if(cs == DONE) done <= 1'd1;
end
endmodule
==> /design/flow/run.sh <==
#!/bin/bash
# OpenROAD 26Q1-2900-gdf79404cd8, Yosys 0.63+post, stock flow scripts
make -C /OpenROAD-flow-scripts/flow DESIGN_CONFIG=/design/flow/config.mk WORK_HOME=/design/flow/orfs finish
==> /design/flow/config.mk <==
export PLATFORM = sky130hd
export DESIGN_NAME = NFC
export DESIGN_NICKNAME = NFC
export VERILOG_FILES = /design/flow/design.v
export SDC_FILE = /design/flow/constraint.sdc
export NUM_CORES = 4
export LEC_CHECK = 1
export CORE_UTILIZATION = 40
==> /design/flow/constraint.sdc <==
current_design NFC

set clk_period 4.3
set clk_io_pct 0.2

create_clock -name clk0 -period $clk_period [get_ports {clk}]

set non_clock_inputs [all_inputs -no_clocks]
set_input_delay [expr $clk_period * $clk_io_pct] -clock clk0 $non_clock_inputs
set_output_delay [expr $clk_period * $clk_io_pct] -clock clk0 [all_outputs]
==> results_dict.tcl <==
# metrics dict for downstream scripts
set metrics [dict create \
    place_ws_ns 0.7128 \
    postSynth.asyncResetShare 1.000 \
    yosys_most_used_dff "dfstp_2" \
    ys_sh_adder 0.02130 \
    die_w_um 78.65 \
    synth_area_per_cell_sq_um 9.750 \
    rows 27 \
    ys_sh_simple 0.2348 \
    firstError "[error] [KeplerFormal.cpp:679] Workflow failed: Iso has multiple drivers: .F_IO_A0, F_IO_A[0]$_DFFE_PP0P_.Q0" \
    fp-utilization 0.4215 \
    synthMuxAreaShare 0.01331 \
    ys_sh_aoi 0.1044 \
    synth_cell_types 51 \
    cts_setup_buffers 0 \
    dieHeight_um 78.65 \
    xor_share 0.1230 \
    port_buffers 11 \
    lastStage "clock tree synthesis" \
    ys_cells 241 \
    yosys_area_sq_um 2350 \
    ctsResizeCount 0 \
    ys_seq_elements 40 \
    hold_buffers 0 \
    top_logic_kind "simple AND/OR/NAND/NOR gates" \
    place.detailed.hpwl_um 3585 \
    synth-edff-count 0 \
    post_dp_cell_area_sq_um 2471 \
    gp_congestion 0.9011 \
    yosysSeqAreaShare 0.4377 \
    pin_count 29 \
    status "did not finish" \
    syn-cell-area_sq_um 2350 \
    netlist_instances 241 \
    synth.yosys.warnings 3 \
]
-- metrics by stage --
step,instances,total power (W),hold slack (ns)
3_3_place_gp,307,0.0009713,0.4492
2_1_floorplan,241,0.0008595,0.4133
3_5_place_dp,307,0.0009787,0.4425
-- synthesized netlist by cell type, types with 6 or more instances --
library cell | n | area [sq um]
nand2_1 | 14 | 52.55
dfstp_2 | 22 | 578.1
dfrtp_1 | 18 | 450.4
buf_2 | 6 | 30.03
and3_1 | 8 | 50.05
xnor2_1 | 26 | 227.7
xor2_1 | 7 | 61.31
inv_1 | 13 | 48.80
nand4_1 | 18 | 112.6
clkbuf_1 | 9 | 33.78
and2_1 | 6 | 37.54
o21ai_0 | 10 | 50.05
nor2_1 | 13 | 48.80
nor3_1 | 7 | 35.03
-- kinds of logic after synthesis --
logic type	count (synthesis)
AND-OR/OR-AND	34
XOR/XNOR	33
adder cells (fa/ha/maj)	4
buffers and inverters	33
flip-flops	40
multiplexers	3
other	1
AND/OR/NAND/NOR	93
Power and IR drop assume default switching activity.
